==> design.v <==
`timescale 1ns / 1ps
module Bloque_convertidor(
   input A,B,C,D,
   output F3,F2,F1,F0
    );
    assign F3=(B&&C)||(A)||(B&&D);
    assign F2=(A&&D)||(B&&~C&&~D);
    assign F1=(~B&&C)||(C&&D)||(A&&~D);
    assign F0=(A&&~D)||(~A&&~B&&D)||(B&&C&&~D);
endmodule
`timescale 1ns / 1ps
module D_FF(
    input CLK,RST,EN,D,
    output reg out
    );
       always @(posedge CLK,posedge RST)
      if (RST) begin
         out <= 1'b0;
      end else if (EN) begin
         out <= D;
      end			
endmodule
`timescale 1ns / 1ps
module comp99(
    input CLK,RST,
    input [6:0] IN,
    output reg OUT
    );
   always @(posedge CLK,posedge RST)
      if (RST)
         OUT <=0;
      else if (IN == 100)
         OUT <= 1'b1;
      else
         OUT <= 1'b0;
endmodule
`timescale 1ns / 1ps
module comparador(
    input CLK,RST,
    input [16:0] IN,
    output reg OUT
    );
   always @(posedge CLK,posedge RST)
      if (RST)
         OUT <=0;
      else if (IN == 99998)
         OUT <= 1'b1;
      else
         OUT <= 1'b0;
endmodule
`timescale 1ns / 1ps
module contMilli(
    input CLK,RST,EN,
    output [16:0] out
    );
    parameter COUNTER_WIDTH = 17;
   reg [COUNTER_WIDTH-1:0] count = {COUNTER_WIDTH{1'b0}};
   always @(posedge CLK,posedge RST)
      if (RST)
         count <= {COUNTER_WIDTH{1'b0}};
      else if (EN)
         count <= count + 1'b1;
   assign out=count;
endmodule
`timescale 1ns / 1ps
module contadorFinal(
    input CLK,RST,EN,
    output [6:0] out
    );
   parameter COUNTER_WIDTH = 7;
   reg [COUNTER_WIDTH-1:0] count = {COUNTER_WIDTH{1'b0}};
   always @(posedge CLK,posedge RST)
      if (RST)
         count <= {COUNTER_WIDTH{1'b0}};
      else if (EN)
         count <= count + 1'b1;
   assign out=count;
endmodule
`timescale 1ns / 1ps
module convertidor(
   input [6:0] S,
   input carry,
   output [9:0] Y
    );
    wire [3:0] O1,O2,O3,O4,O5,O6,O7;
    Bloque_convertidor bl1(0,carry,S[6],S[5],O1[3],O1[2],O1[1],O1[0]);
    Bloque_convertidor bl2(O1[2],O1[1],O1[0],S[4],O2[3],O2[2],O2[1],O2[0]);
    Bloque_convertidor bl3(O2[2],O2[1],O2[0],S[3],O3[3],O3[2],O3[1],O3[0]);
    Bloque_convertidor bl4(0,O1[3],O2[3],O3[3],O4[3],O4[2],O4[1],O4[0]);
    Bloque_convertidor bl5(O3[2],O3[1],O3[0],S[2],O5[3],O5[2],O5[1],O5[0]);
    Bloque_convertidor bl6(O4[2],O4[1],O4[0],O5[3],O6[3],O6[2],O6[1],O6[0]);
    Bloque_convertidor bl7(O5[2],O5[1],O5[0],S[1],O7[3],O7[2],O7[1],O7[0]);
    assign Y={O4[3],O6[3],O6[2],O6[1],O6[0],O7[3],O7[2],O7[1],O7[0],S[0]};
endmodule
`timescale 1ns / 1ps
module main(
    input CLK,Start,RST,
    output [7:0] Count 
    );
    wire [6:0] out_cont99;
    wire out_comp99;
    wire [16:0] out_contM;
    wire out_compM;
    wire Q;
    wire [9:0] BCD;
    D_FF starer_FF(CLK,(out_compM & out_comp99)|RST,Start,1,Q);
    contMilli contM(CLK,(RST|out_compM),Q,out_contM );
    comparador comp(CLK,RST,out_contM,out_compM);
    contadorFinal contF(CLK,(RST|(out_comp99 & out_compM)),out_compM ,out_cont99);
    comp99 compF(CLK,RST,out_cont99 ,out_comp99);
    convertidor conv(out_cont99,0,BCD);
    assign Count=BCD[7:0];
endmodule
==> run.sh <==
#!/bin/bash
# OpenROAD 26Q1-2900-gdf79404cd8, Yosys 0.63+post, stock flow scripts
make -C /OpenROAD-flow-scripts/flow DESIGN_CONFIG=/design/flow/config.mk WORK_HOME=/design/flow/orfs finish
==> config.mk <==
export PLATFORM = sky130hd
export DESIGN_NAME = main
export DESIGN_NICKNAME = main
export VERILOG_FILES = /design/flow/design.v
export SDC_FILE = /design/flow/constraint.sdc
export NUM_CORES = 4
export LEC_CHECK = 1
export CORE_AREA = 10 10 103 103
export DIE_AREA = 0 0 113 113
==> constraint.sdc <==
current_design main

set clk_period 3.3
set clk_io_pct 0.2

create_clock -name clk0 -period $clk_period [get_ports {CLK}]

set non_clock_inputs [all_inputs -no_clocks]
set_input_delay [expr $clk_period * $clk_io_pct] -clock clk0 $non_clock_inputs
set_output_delay [expr $clk_period * $clk_io_pct] -clock clk0 [all_outputs]
==> flow_metrics.tcl <==
# metrics dict for downstream scripts
set metrics [dict create \
    p_int_mw 0.514 \
    ys_sh_aoi_pct 11.0 \
    p_clk_share_pct 25.4 \
    r2r_slack_ns 1.68 \
    ant_nets 0 \
    relSlewSlack_pct 48.1 \
    grt_overflow_total 0 \
    worstPathArrival_ns 2.34 \
    synthTopLogicFamily "simple AND/OR/NAND/NOR gates" \
    grt_max_degree 22 \
    top_area_cell "dfrtp_1" \
    die_area_mm2 0.0128 \
    cts_setup_buffers 0 \
    first_pass_iters 4 \
    synth.distinct_cells 45 \
    place_area_mm2 0.00185 \
    yosys.stat.seqShare_pct 38.8 \
    htree_levels 1 \
    track_usage_pct 5.26 \
    clk_path_buf_depth 2 \
    yosysWarnings 9 \
    synth-edff-count 0 \
    slew_violations 0 \
    synthFlopType "dfrtp_1" \
    syn_to_final_growth_pct 8.83 \
    net-switching-power_mw 0.198 \
    power_density_mw_per_mm2 375 \
    timing.final.hold_violations 0 \
    place_ws_ns 0.528 \
    regArea_um2 677 \
    simple_gate_share_pct 24.7 \
    dp_hpwl_um 2350 \
    max_freq_ghz 0.334 \
    yosys_cells 188 \
    gp_congestion 0.824 \
    crit_path_max_incr_delay_ns 0.71 \
    combPwrFrac_pct 13.7 \
    setup_tns_ns 0 \
    clkSinkCount 27 \
    diodes 0 \
    r2r_cells 4 \
    root_buffer "clkbuf_8" \
    cts_tree "done" \
    drive_gt1_share_pct 4.35 \
    clk_latency_ns 0.26 \
    combGateArea_um2 910 \
    grt_pass1_vias 1233 \
    switching_share_pct 27.8 \
    ir_worst_vdd_mv 0.200 \
    clk_pin_slew_ns 0.09 \
    criticalPathCategory "flop to output port" \
    via_per_inst 4.40 \
    crit_required_ns 2.64 \
    tool_warnings 27 \
    synth_cells 188 \
    die_h_um 113 \
    drt-initial-drc-count 80 \
    die-width_um 113 \
    core_mm2 0.00830 \
    fin_crit_sh_pct 90.8 \
    xor_area_share_pct 13.1 \
    yosys.area_share.adder_pct 2.87 \
    timing.rr.start "contF.count[1]" \
    skew_ns 0.00347 \
    grt_pass1_wl_um 5850 \
    leakagePower_nw 0.779 \
    fp-row-count 33 \
    cp_cell_sequence "nand2b_4 > xnor2_1 > a221o_1 > a211o_1 > clkdlybuf4s50_1" \
    worst_pin_slew_ns 0.778 \
    fp_util_pct 21.0 \
    path_max_fanout 17 \
    mux_area_share_pct 0.574 \
    wl_per_cell_um 11.3 \
    period_minus_slack_ns 3.00 \
    yosysTopAreaCellShare_pct 38.8 \
    top_cell "dfrtp_1" \
    portBuffers 10 \
    worstReg2RegEnd "contF.count[6]" \
    ys_ff 27 \
    postRouteWirelength_um 3270 \
    antenna_found_initial 0 \
    top_cells_by_area "dfrtp_1 39%, xnor2_1 7.5%, xor2_1 5.5%" \
    setup_viol 0 \
    setup_ws_ns 0.305 \
    drc_errors 0 \
    num_vias 1273 \
    rsz0062_at_grt "no" \
    syn-cell-area_mm2 0.00174 \
    ys_async_sr_fraction_pct 100 \
    power_frac_seq_pct 61.0 \
    common_cells "27 x dfrtp_1, 16 x nor2_1, 15 x xnor2_1" \
    cts_inserted_buffers 3 \
    drv_cap 0 \
    final.fill_count 891 \
    cpMaxStageDelayCell "dfrtp_1" \
    ys_chip_area_mm2 0.00174 \
    hp-class "flop to asynchronous set/reset pin" \
    final_area_mm2 0.00190 \
    io_pins 11 \
    startpoint_type "flop" \
    synth_area_per_cell_um2 9.27 \
    critPathCaptureType "output port" \
    run_status "finished clean" \
]
==> state kept, by name, indices dropped and copies added, names as in the netlist <==
| name | count |
|---|---|
| contF.count | 7 |
| comp.OUT | 1 |
| starer_FF.out | 1 |
| compF.OUT | 1 |
| contM.count | 17 |
==> through the flow <==
| step | std cells | power (mW) | util (%) | hold slack, ns |
|---|---|---|---|---|
| 2_1_floorplan | 188 | 0.505 | - | 0.378 |
| 3_3_place_gp | 285 | 0.536 | 22.3 | 0.449 |
| 3_5_place_dp | 285 | 0.538 | 22.3 | 0.454 |
| 4_1_cts | 289 | 0.725 | 22.8 | 0.469 |
| 5_1_grt | 289 | 0.764 | 22.9 | 0.498 |
| 6_report | 289 | 0.712 | 22.9 | 0.466 |
==> worst max path at each step <==
stage               from        to  slack [ns]  cells past startpoint
6_report  contF.count[3]  Count[2]        0.30                      5
5_1_grt   contF.count[3]  Count[1]        0.13                      5
4_1_cts   contF.count[2]  Count[2]        0.22                      5
==> per-layer routing <==
metal	share of wire (%)	GRT usage, %
met4	0.61	0.423
met1	49	7.27
met5	0	0
met2	45	8.33
met3	5.6	1.50
==> cells in the final DEF, fill, tap and decap left out, types with 3 or more instances in the layout <==
| master | netlist | final |
|---|---|---|
| nor4_1 | 3 | 3 |
| inv_1 | 6 | 6 |
| xor2_1 | 11 | 11 |
| a21oi_1 | 10 | 10 |
| o221ai_1 | 3 | 3 |
| clkdlybuf4s50_1 | 0 | 10 |
| nand3_1 | 9 | 9 |
| nand2_1 | 8 | 8 |
| nand2b_1 | 4 | 4 |
| nand4_1 | 7 | 7 |
| ha_1 | 4 | 4 |
| o21ai_0 | 3 | 3 |
| nor3b_1 | 3 | 3 |
| clkbuf_8 | 0 | 3 |
| xnor2_1 | 15 | 15 |
| and4_1 | 3 | 3 |
| and3_1 | 5 | 5 |
| dfrtp_1 | 27 | 26 |
| nor2_1 | 16 | 16 |
| nor3_1 | 6 | 6 |
==> timing repair <==
item | CTS | global route
hold buffers | 0 | 0
resized | 0 | 1
endpoints found under the setup margin | 0 | 1
==> area by class of cell <==
type | instances | area share [%]
Clock buffer | 4 | 2.37
Inverter | 7 | 1.39
Sequential cell | 27 | 35.7
Tap cell | 105 | 6.93
Multi-Input combinational cell | 135 | 48.0
Timing Repair Buffer | 11 | 5.67
==> critical path, delay by kind of cell (launching register included) <==
family / cells / cell delay (ns)
AOI/OAI and AO/OA: 2 / 0.59
xor gates and xnor gates: 1 / 0.07
buffers and inverters: 1 / 0.40
DFF: 1 / 0.71
and+or+nand+nor: 1 / 0.28
==> cell families (layout without fill, tap and decap cells) <==
group                      Yosys count  after routing
xor gates and xnor gates            26             26
and+or+nand+nor                     75             75
AOI/OAI and AO/OA                   29             29
DFF                                 27             27
muxes                                1              1
adders and majority gates            4              4
buffers and inverters               26             22
==> power by group through the flow <==
stage     logic [mW]  clock network (mW)  registers (mW)
6_report      0.0973               0.181           0.434
4_1_cts       0.0992               0.192           0.433
5_1_grt        0.114               0.205           0.445
Power is estimated from default activity; no workload was simulated.
